==> flow/design.v <==
module RX#(parameter BW_MEM=64)(
    input clk,
    input reset, 
    input data_in, 
    input SOS,
    input EOS,
    output logic valid,
    output logic[BW_MEM-1:0]data_out
);
typedef enum reg [1:0] {
IDLE='d0,
Read_state='d1, 
Wait_wr_complete='d2 
} state_Rd;
typedef enum reg [1:0]{
IDLE_wr='d0,
Wr2FIFO='d1,
Wr_Stall='d2
} state_Wr;
state_Rd state_rd, nx_state_rd;
state_Wr state_wr, nx_state_wr;
logic [BW_MEM-1:0] wdata,data_lock,nx_data_lock;
logic [$clog2(BW_MEM)-1:0] cnt,nx_cnt;
logic winc,rinc,wfull,rempty;
always_ff@(posedge clk or negedge reset)begin
    if(!reset)begin
        state_rd<=#1 IDLE;
        state_wr<=#1 IDLE_wr;
        cnt<=#1 'd0;
        data_lock<=#1 'd0;
    end
    else begin
        state_rd<=#1 nx_state_rd;
        state_wr<=#1 nx_state_wr;
        cnt<=#1 nx_cnt;
        data_lock<=#1 nx_data_lock;
    end
end
always_comb begin
    nx_data_lock=data_lock;
    nx_cnt=cnt;
    nx_state_rd=state_rd;
    nx_state_wr=state_wr;
    valid='d0;
    wdata='d0;
    winc=1'b0;
    rinc=1'b0;
    case(state_wr)
        IDLE_wr:   
            if(SOS)begin
                nx_state_wr=Wr2FIFO;
                nx_cnt=nx_cnt+1;
                nx_data_lock={data_in,data_lock[BW_MEM-1:1]};
            end
            else begin
                nx_state_wr=IDLE_wr;
            end
        Wr2FIFO:
            if(EOS)begin
                nx_state_wr=IDLE_wr;
                nx_cnt='d0;
                wdata={data_in,data_lock[BW_MEM-1:1]};
                winc=1'b1;
            end
            else if(cnt==BW_MEM-1)begin
                nx_cnt='d0;
                nx_data_lock={data_in,data_lock[BW_MEM-1:1]};
                if(wfull)begin
                    nx_cnt=cnt;
                    nx_data_lock=data_lock;
                    nx_state_wr=Wr_Stall;
                end 
                else begin
                    wdata={data_in,data_lock[BW_MEM-1:1]};
                    winc=1'b1;
                end
            end
            else begin
                nx_state_wr=Wr2FIFO;
                nx_cnt=nx_cnt+1;
                nx_data_lock={data_in,data_lock[BW_MEM-1:1]};
            end    
        Wr_Stall:
            if(!wfull)begin
                    wdata=data_lock;
                    winc=1'b1;
                    nx_state_wr=Wr2FIFO;
            end
            else begin
                    nx_cnt=cnt;
                    nx_data_lock=data_lock;
                    nx_state_wr=Wr_Stall;
            end
    endcase
    case(state_rd)
        IDLE:
            if(!rempty)begin
                rinc=1'b1;
                nx_state_rd=Read_state;
            end
            else begin
                nx_state_rd=IDLE;
            end
        Read_state:
            begin
                nx_state_rd=Wait_wr_complete;
                valid=1'b1;
            end
        Wait_wr_complete:
            if(!rempty)begin
                rinc=1'b1;
                nx_state_rd=Read_state;
            end
            else begin
                nx_state_rd=IDLE;
            end
    endcase
end
 SPI_Sync_FIFO#(
	.WIDTH(BW_MEM),
	.DEPTH(2)
)
SPI_Sync_FIFO_RX(
	.clk(clk), 
	.rst(reset),
	.winc(winc),
	.rinc(rinc),
	.wdata(wdata),
	.wfull(wfull),
	.rempty(rempty)	,
	.rdata(data_out)
);
endmodule
module SPI_dual_port_RAM#(
	parameter	WIDTH = 8,
	parameter 	DEPTH = 16
)(
	 input wclk
	,input wenc
	,input  waddr
	,input [WIDTH-1:0] wdata
	,input rclk
	,input renc
	,input raddr
	,output logic[WIDTH-1:0] rdata
);
logic[WIDTH-1:0] RAM_MEM [DEPTH-1:0];
always @(posedge wclk) begin
	if(wenc)
		RAM_MEM[waddr] <= #1 wdata;
end 
always @(posedge rclk) begin
	if(renc)
		rdata <=#1 RAM_MEM[raddr];
	else begin
		rdata<=#1 'd0;
	end
end 
endmodule  
module SPI_Sync_FIFO#(
	parameter	WIDTH = 16,
	parameter 	DEPTH = 2
)(
	input 					clk		, 
	input 					rst,
	input 					winc	,
	input 			 		rinc	,
	input  [WIDTH-1:0]	wdata	,
	output logic				wfull	,
	output logic				rempty	,
	output  logic[WIDTH-1:0] rdata
);
logic [$clog2(DEPTH):0] wr_ptr, rd_ptr;
assign wfull={~wr_ptr[$clog2(DEPTH)],wr_ptr[$clog2(DEPTH)-1:0]}==rd_ptr;
assign rempty=wr_ptr==rd_ptr;
always@(posedge clk or negedge rst)begin
	if(!rst)begin
		wr_ptr<= #1'd0;
	end
	else if(winc&& !wfull)begin
		wr_ptr<= #1 wr_ptr+1'b1;
	end
	else begin
		wr_ptr<= #1 wr_ptr;
	end
end
always@(posedge clk or negedge rst)begin
	if(!rst)begin
		rd_ptr<= #1'd0;
	end
	else if(rinc&& !rempty)begin
		rd_ptr<= #1 rd_ptr+1'b1;
	end
	else begin
		rd_ptr<= #1 rd_ptr;
	end
end
SPI_dual_port_RAM 
#(
	.WIDTH(WIDTH),
	.DEPTH(DEPTH)
)tb_dual_port_RAM(
	.wclk(clk),
	.wenc(~wfull&&winc),
	.waddr(wr_ptr[0]),
	.wdata(wdata),
	.rclk(clk),
	.renc(~rempty&&rinc),
	.raddr(rd_ptr[0]),
	.rdata(rdata)
);
endmodule
==> flow/run.sh <==
#!/bin/bash
# OpenROAD 26Q1-2900-gdf79404cd8, Yosys 0.63+post, stock flow scripts
make -C /OpenROAD-flow-scripts/flow DESIGN_CONFIG=/design/flow/config.mk WORK_HOME=/design/flow/orfs finish
==> flow/config.mk <==
export PLATFORM = sky130hd
export DESIGN_NAME = RX
export DESIGN_NICKNAME = RX
export VERILOG_FILES = /design/flow/design.v
export SDC_FILE = /design/flow/constraint.sdc
export NUM_CORES = 4
export LEC_CHECK = 1
export CORE_UTILIZATION = 50
==> flow/constraint.sdc <==
current_design RX

set clk_period 11.3
set clk_io_pct 0.2

create_clock -name clk0 -period $clk_period [get_ports {clk}]

set non_clock_inputs [all_inputs -no_clocks]
set_input_delay [expr $clk_period * $clk_io_pct] -clock clk0 $non_clock_inputs
set_output_delay [expr $clk_period * $clk_io_pct] -clock clk0 [all_outputs]
==> flow_summary.json <==
{
  "status": "finished clean",
  "drtPass1Iterations": 4,
  "synth_top_area_share": 0.389,
  "min_path_type": "reg -> reg",
  "drtIter0Drc": 232,
  "grt_overflow_total": 0,
  "vias": 5129,
  "setup_viol": 0,
  "slew_headroom": 0.362,
  "antenna_found_initial": 0,
  "clkLatencyLatePin_ns": 0.54,
  "viasPerCell": 5.19,
  "reg2reg_depth": 6,
  "synth-warning-count": 3,
  "fill_cells": 1447,
  "syn_inst": 630,
  "ys_sh_mux": 0.139,
  "grt_pass1_vias": 5190,
  "reg2reg_from": "cnt[0]",
  "coreArea_um2": 19400,
  "startpoint": "EOS",
  "xor_area_frac": 0.00709,
  "fp.dieW_um": 143,
  "synth_flop_count": 272,
  "maxCapViolCount": 0,
  "h-tree-depth": 1,
  "yosysTopAreaCell": "edfxtp_1",
  "avgSynthCellArea_um2": 15.7,
  "antennaDiodeCount": 0,
  "placementRows": 51,
  "route.detailed.drc": 0,
  "regArea_um2": 7130,
  "top_logic_kind": "multiplexers",
  "routabilityCongestion": 0.904,
  "synth-simple-area-share": 0.0369,
  "irDropWorstVdd_v": 0.000132,
  "power_mw": 2.22,
  "path_class": "in -> reg",
  "cts_buffer_depth": 3,
  "tns_ns": 0,
  "area.combinational_um2": 2580,
  "fin_skew_ns": 0.0127,
  "power_density_nw_per_um2": 189,
  "clkSinkCount": 272,
  "hold_buffers": 0,
  "synth-edff-count": 128,
  "grt_usage": 0.173,
  "required_ns": 11.46,
  "maxClockFrequency_ghz": 0.221,
  "finalMaxSlewViolations": 0,
  "rrSetupSlack_ns": 7.98,
  "worst_pin_slew_ns": 0.945,
  "critPathCapture": "SPI_Sync_FIFO_RX.tb_dual_port_RAM.RAM_MEM[0][7]",
  "cp.arrival_ns": 4.69,
  "drtAntennaViolNets": 0,
  "die_y_um": 143,
  "adder_share": 0.00127,
  "power.internal_mw": 1.71,
  "synth_area_um2": 9890,
  "flop_cell": "edfxtp_1",
  "cts-resized-gates": 0,
  "power_switching_mw": 0.508,
  "area_delta_synth_final_pct": 18.8,
  "ys_async_sr_fraction": 0.294,
  "top_cells_by_area": "edfxtp_1, dfrtp_1, dfxtp_1",
  "yosys-top-cells-count": "edfxtp_1, dfrtp_1, nor2_1",
  "ys_sh_aoi": 0.0741,
  "finalHoldViolations": 0,
  "comb_power_share": 0.075,
  "pwr-share-seq": 0.524,
  "synth_cell_types": 42,
  "ys_area_um2": 9890,
  "clockPowerShare": 0.401,
  "clk_pin_slew_ns": 0.06,
  "warnings": 25,
  "root_buffer": "clkbuf_16",
  "cts_tree": "built",
  "pin_count": 70,
  "cp-start-kind": "input port",
  "rsz0062_at_grt": "false",
  "io_buffers": 69,
  "synth_top_cell_by_count": "edfxtp_1",
  "routed_wl_mm": 15.4,
  "critPathMaxFanout": 45,
  "dieArea_um2": 20300,
  "cts_inserted_buffers": 28,
  "finalCritPeriodShare": 0.401,
  "dp_hpwl_mm": 8.68,
  "drive_above_1_share": 0.180,
  "post_cts_buffers": 0,
  "post_drt_wl_per_cell_um": 15.5,
  "ys_cells": 630,
  "grt_max_degree": 65,
  "reg2reg_to": "SPI_Sync_FIFO_RX.tb_dual_port_RAM.RAM_MEM[0][7]",
  "fp_util": 0.510,
  "crit_path_end_kind": "flop",
  "power_leakage_nw": 4.42,
  "netSwitchingFraction": 0.229,
  "ys_seq_share": 0.721,
  "min_period_ns": 4.53,
  "grt_first_pass_wirelength_mm": 25.3
}
## worst max-delay path, cell delays in order
cell,delay [ns]
clkdlybuf4s50_1,0.53
nand2_1,0.13
o21ai_0,0.26
o21ai_0,0.31
nor2_4,0.55
buf_4,0.63
## power by group through the flow
stage | clock network [mW] | registers (mW) | logic (mW)
after global routing | 0.950 | 1.17 | 0.186
final | 0.890 | 1.16 | 0.167
after CTS | 0.912 | 1.16 | 0.170
## metal layers
metal  track usage  share of wire  vias to the layer above
li1              -              -                     2478
met1         0.261           0.42                     2487
met5             0              0                        -
met4        0.0351          0.017                        0
met2         0.267           0.49                      137
met3        0.0622          0.074                       27
## kinds of logic (layout without fill, tap and decap cells)
kind of cell	after synthesis	in the layout
AND/OR/NAND/NOR	89	89
flip-flops	272	272
AND-OR/OR-AND	89	89
multiplexers	129	129
adder cells (fa/ha/maj)	1	1
XOR/XNOR	8	8
buffers and inverters	42	136
## worst min path at each step
stage	start	end	slack [ns]	cells past startpoint
after CTS	state_rd[2]	state_rd[1]	0.38	0
after global routing	state_rd[2]	state_rd[1]	0.41	0
final	state_rd[2]	state_rd[1]	0.38	0
## area by class of cell
cell class / count / area share
Sequential cell: 272 / 0.607
Multi-Input combinational cell: 316 / 0.220
Clock buffer: 33 / 0.0647
Timing Repair Buffer: 78 / 0.0643
Tap cell: 265 / 0.0282
Clock inverter: 19 / 0.0136
Inverter: 6 / 0.00192
## registers in the layout (all words and copies together), names as in the netlist
signal / flops
data_lock: 64
SPI_Sync_FIFO_RX.wr_ptr: 2
SPI_Sync_FIFO_RX.tb_dual_port_RAM.rdata: 64
state_rd: 3
cnt: 6
state_wr: 3
SPI_Sync_FIFO_RX.tb_dual_port_RAM.RAM_MEM: 128
SPI_Sync_FIFO_RX.rd_ptr: 2
## layout by cell type, fill, tap and decap left out, types with 3 or more instances in the layout
master             n
mux2_1             4
nor2_1            68
o21ai_0            6
mux2i_1           64
mux2_2            61
nand2_1            9
clkbuf_16         29
xor2_1             3
dfxtp_1           64
dfrtp_1           77
clkdlybuf4s50_1   68
a21oi_1            3
inv_1              5
xnor2_1            5
clkinv_2          11
a22o_1            64
edfxtp_1         128
buf_4             10
## stage by stage
step	util	setup WS, ns	hold WS [ns]	cells	area (um^2)
6_report	0.606	6.77	0.380	989	11700
5_1_grt	0.606	6.48	0.406	989	11700
4_1_cts	0.606	6.75	0.382	989	11700
3_5_place_dp	0.558	6.21	0.368	937	10800
3_3_place_gp	0.558	6.24	0.361	937	10800
2_1_floorplan	-	5.38	0.331	630	9890
No activity file was given, so power comes from the tool's default toggle rates.
